### ./config.mk
export PLATFORM = sky130hd
export DESIGN_NAME = Test11
export DESIGN_NICKNAME = Test11
export VERILOG_FILES = /design/flow/design.v
export SDC_FILE = /design/flow/constraint.sdc
export NUM_CORES = 4
export LEC_CHECK = 1
export CORE_AREA = 10 10 70 70
export DIE_AREA = 0 0 80 80
### ./run.sh
#!/bin/bash
# OpenROAD 26Q1-2900-gdf79404cd8, Yosys 0.63+post, stock flow scripts
make -C /OpenROAD-flow-scripts/flow DESIGN_CONFIG=/design/flow/config.mk WORK_HOME=/design/flow/orfs finish
### ./design.v
module Test11(input CLK, input En1, input En2,input [4:0] D_IN, output reg [4:0] OUT1, output reg [4:0] OUT2);
    always@(posedge CLK) begin
        if(En1)
            OUT1[0] <= D_IN[0];
    end
    always@(posedge CLK) begin
        if(En1)
            OUT1[1] <= D_IN[1];
    end
    always@(posedge CLK) begin
        if(En1)
            OUT1[2] <= D_IN[2];
    end
    always@(posedge CLK) begin
        if(En1)
            OUT1[3] <= D_IN[3];
    end
    always@(posedge CLK) begin
        if(En1)
            OUT1[4] <= D_IN[4];
    end
    always@(posedge CLK) begin
        if(En2)
            OUT2[0] <= D_IN[4];
    end
    always@(posedge CLK) begin
        if(En2)
            OUT2[1] <= D_IN[3];
    end
    always@(posedge CLK) begin
        if(En2)
            OUT2[2] <= D_IN[2];
    end
    always@(posedge CLK) begin
        if(En2)
            OUT2[3] <= D_IN[1];
    end
    always@(posedge CLK) begin
        if(En2)
            OUT2[4] <= D_IN[0];
    end
endmodule
### ./constraint.sdc
current_design Test11

set clk_period 1.0
set clk_io_pct 0.2

create_clock -name clk0 -period $clk_period [get_ports {CLK}]

set non_clock_inputs [all_inputs -no_clocks]
set_input_delay [expr $clk_period * $clk_io_pct] -clock clk0 $non_clock_inputs
set_output_delay [expr $clk_period * $clk_io_pct] -clock clk0 [all_outputs]
==> qor.yml <==
detailed_routing:
  avgViaCountPerCell: 2.18
  drt_iter0_drc: 4
  drt.antenna.violating_nets: 0
  firstDrtPassIters: 2
  num_vias: 168
  wl_microns: 815
  num_antenna_cells: 0
  wl_per_cell_microns: 10.6
  drc: 0
setup_path:
  crit_slowest_cell: "edfxtp_1"
  crit_type: "reg2out"
  worstSetupEndpointType: "primary output"
  slowest_delay_ns: 0.37
  path_buffers: 1
  worst_ep_required_time_ns: 0.80
  startpoint_type: "flip-flop"
  cp_top_family: "flip-flops"
  crit_arrival_ns: 0.76
  cp_cell_sequence: "buf_2"
  cp_max_fo: 1
place:
  finalWeightedCongestion: 0.679
  dpl-instance-area_sq_um: 528
  port_buffers: 17
final_timing:
  drv_slew: 0
  setup-violations-final: 0
  rsz0062_at_grt: "true"
  slew_headroom: 0.842
  period_used_share: 0.963
  setup_tns_ns: 0
  tightest_slew_ns: 0.236
  min_period_ns: 0.963
  whs_ns: 0.523
  max_clock_freq_mhz: 1040
  hold_viol_final: 0
floorplan:
  rows: 21
  core_sq_um: 3420
  fp_util: 0.0879
  die_w_microns: 80
  die_h_microns: 80
  io_pins: 18
  chip_area_sq_um: 6400
layout:
  num-multi-input-gates: 0
  area_growth_pct: 67.9
  logic_area_sq_um: 0
  fin_area_sq_um: 504
  drive_gt1_frac: 0.419
grt:
  grt-ovfl-total: 0
  grt_max_degree: 7
  grt_pass1_vias: 202
  grt_pass1_wl_microns: 1210
  grt_use_total: 0.0258
  antenna_found_initial: 0
clock_tree:
  cts_resized: 33
  clockRootBuffer: "clkbuf_4"
  hold_buffers: 0
  cts_tree: "done"
  numClockSinks: 10
  clockBufferDepth: 2
  clkSlewWorstSetupHoldPaths_ns: 0.06
  numCtsBuffers: 3
  cts_setup_buffers: 0
  htree_levels: 1
synth:
  synth.area.top_cells: "edfxtp_1 100%"
  yosysSeqAreaShare: 1.00
  yosys.cell_types.count: 1
  ys_area_sq_um: 300
  synthCells: 10
  syn_avg_cell_area_sq_um: 30.0
  ys_ff: 10
  top_area_frac: 1.00
  yosysWarnings: 1
  ys_cells: 10
  yosys.area.top_type: "edfxtp_1"
  synth_area_sq_um: 300
power:
  ir_drop_uv: 467
  pwr-share-clk: 0.316
  combPwrFrac: 0.079
  p_leak_nw: 0.180
  p_total_uw: 833
  switching_share: 0.178
  p_seq_frac: 0.606
  p_switching_uw: 148
  p_int_uw: 685
  power.density_nw_per_um2: 1650
run:
  max_cap_violations: 0
  warnings: 26
min_path:
  hold_class: "in2reg"
run_status:
  status: "finished clean"
cells by family (layout without fill, tap and decap cells):
group,Yosys count,in the layout,share of synthesized area
flip-flops,10,10,1.00
buffers and inverters,0,21,0
through the flow:
step                worst slack [ns]  utilization  instances
floorplan                      0.501            -         10
global placement              -0.145        0.155         73
global route                 -0.0117        0.148         77
detailed placement            -0.133        0.155         73
CTS                           0.0192        0.148         77
finish                        0.0373        0.148         77
power groups by stage:
stage / clock (mW) / combinational (mW) / sequential, mW
6_report: 0.263 / 0.0654 / 0.504
5_1_grt: 0.310 / 0.0725 / 0.508
4_1_cts: 0.280 / 0.0701 / 0.505
cell usage in the layout (no fill, tap or decap):
cell and count:
buf_2 10, clkbuf_4 3, clkdlybuf4s50_1 7, clkinv_1 1, edfxtp_1 10
cell type report:
cell class / instances / area (sq um)
clock buffers: 3 / 22.5
clock inverters: 1 / 3.75
fillers: 392 / 2910
flip-flops and latches: 10 / 300
well taps: 46 / 57.6
repair buffers: 17 / 120
registers in the layout (all words and copies together) (netlist names):
signal  flops
OUT2        5
OUT1        5
synthesized netlist by cell type, drive strengths merged:
cell type and count:
edfxtp 10
worst paths after layout:
kind                          start           endpoint  cells after the start  slack, ns
setup / recovery  OUT1[4]$_DFFE_PP_            OUT1[4]                      1       0.04
hold / removal              D_IN[3]  OUT2[1]$_DFFE_PP_                      1       0.52
per-layer routing:
layer	wire [microns]	track usage	vias to the layer above
met5	0	0	-
met4	0	0.00704	0
met3	70	0.0159	0
met2	491	0.0506	6
met1	253	0.0201	79
li1	-	-	83
Power is estimated from default activity; no workload was simulated.
