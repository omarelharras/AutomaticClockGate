==> design.v <==
module Test12(input CLK, input En1, input En2, input En3, input En4, input En5, input [4:0] D_IN, output reg [4:0] OUT1, output reg [4:0] OUT2, output reg [4:0] OUT3,output reg [4:0] OUT4,output reg [4:0] OUT5);
    always@(posedge CLK) begin
        if(En1)
            OUT1[0] <= D_IN[0];
    end
    always@(posedge CLK) begin
        if(En1)
            OUT1[1] <= D_IN[1];
    end
    always@(posedge CLK) begin
        if(En1)
            OUT1[2] <= D_IN[2];
    end
    always@(posedge CLK) begin
        if(En1)
            OUT1[3] <= D_IN[3];
    end
    always@(posedge CLK) begin
        if(En1)
            OUT1[4] <= D_IN[4];
    end
    always@(posedge CLK) begin
        if(En2)
            OUT2[0] <= D_IN[4];
    end
    always@(posedge CLK) begin
        if(En2)
            OUT2[1] <= D_IN[3];
    end
    always@(posedge CLK) begin
        if(En2)
            OUT2[2] <= D_IN[2];
    end
    always@(posedge CLK) begin
        if(En2)
            OUT2[3] <= D_IN[1];
    end
    always@(posedge CLK) begin
        if(En2)
            OUT2[4] <= D_IN[0];
    end
    always@(posedge CLK) begin
        if(En3)
            OUT3[0] <= D_IN[4];
    end
    always@(posedge CLK) begin
        if(En3)
            OUT3[1] <= D_IN[3];
    end
    always@(posedge CLK) begin
        if(En3)
            OUT3[2] <= D_IN[2];
    end
    always@(posedge CLK) begin
        if(En3)
            OUT3[3] <= D_IN[1];
    end
    always@(posedge CLK) begin
        if(En3)
            OUT3[4] <= D_IN[0];
    end
    always@(posedge CLK) begin
        if(En4)
            OUT4[0] <= D_IN[4];
    end
    always@(posedge CLK) begin
        if(En4)
            OUT4[1] <= D_IN[3];
    end
    always@(posedge CLK) begin
        if(En4)
            OUT4[2] <= D_IN[2];
    end
    always@(posedge CLK) begin
        if(En4)
            OUT4[3] <= D_IN[1];
    end
    always@(posedge CLK) begin
        if(En4)
            OUT4[4] <= D_IN[0];
    end
    always@(posedge CLK) begin
        if(En5)
            OUT5[0] <= D_IN[4];
    end
    always@(posedge CLK) begin
        if(En5)
            OUT5[1] <= D_IN[3];
    end
    always@(posedge CLK) begin
        if(En5)
            OUT5[2] <= D_IN[2];
    end
    always@(posedge CLK) begin
        if(En5)
            OUT5[3] <= D_IN[1];
    end
    always@(posedge CLK) begin
        if(En5)
            OUT5[4] <= D_IN[0];
    end
endmodule
==> run.sh <==
#!/bin/bash
# OpenROAD 26Q1-2900-gdf79404cd8, Yosys 0.63+post, stock flow scripts
make -C /OpenROAD-flow-scripts/flow DESIGN_CONFIG=/design/flow/config.mk WORK_HOME=/design/flow/orfs finish
==> config.mk <==
export PLATFORM = sky130hd
export DESIGN_NAME = Test12
export DESIGN_NICKNAME = Test12
export VERILOG_FILES = /design/flow/design.v
export SDC_FILE = /design/flow/constraint.sdc
export NUM_CORES = 4
export LEC_CHECK = 1
export CORE_AREA = 10 10 78 78
export DIE_AREA = 0 0 88 88
==> constraint.sdc <==
current_design Test12

set clk_period 1.0
set clk_io_pct 0.2

create_clock -name clk0 -period $clk_period [get_ports {CLK}]

set non_clock_inputs [all_inputs -no_clocks]
set_input_delay [expr $clk_period * $clk_io_pct] -clock clk0 $non_clock_inputs
set_output_delay [expr $clk_period * $clk_io_pct] -clock clk0 [all_outputs]
==> out/results.ini <==
[worst_setup_path]
max_stage_delay_ns = 0.39
path_cells = buf_2
required_ns = 0.80
cp.arrival_ns = 0.78
crit_slowest_cell = edfxtp_1
cp.buffers_inverters = 1
crit_family = flip-flops
cp-end-kind = output pin
setup.worst_path.class = flop to output pin
critPathMaxFanout = 1
cp-start-kind = flop

[power_and_ir_drop]
power.leakage_nw = 0.4039
peakVddDrop_mv = 0.4669
power_density_mw_per_mm2 = 1816
p_total_mw = 1.979

[hold_path]
worstHoldStart = En4
hold_path.class = input port to flop
hold_end = OUT4[0]$_DFFE_PP_
min_path_cells = 1

[clocking]
clockRootBuffer = clkbuf_8
cts_hold_buf = 0
clock-sinks = 25
numCtsBuffers = 3
cts.path.max_buffers = 2
cts.clk_slew.worst_paths_ns = 0.09
cts_tree = built
ctsHtreeMaxLevel = 1

[place]
dp_hpwl_um = 1566
gp_congestion = 0.7136
portBuffers = 35
placed_area_mm2 = 0.001166
dp.cells = 112

[route]
drt-total-wl_um = 1983
drc = 0
first_pass_iters = 2
first_iter_violations = 5
antennaDiodeCount = 0
vias_per_cell = 3.336
wl_per_cell_um = 17.09
dr_total_vias = 387
ant_nets = 0

[die]
dieArea_mm2 = 0.007744
initCoreUtil = 0.1701
ios = 36
die-width_um = 88
core-area_mm2 = 0.004414
row_count = 24
die_h_um = 88

[timing]
hold_viol = 0
whs_ns = 0.6550
setup_tns_ns = 0
min_period_over_period = 0.9823
worst_pin_slew_ns = 0.2590
slew_violations = 0
relSlewSlack = 0.8268
achievable-frequency_mhz = 1018
rsz0062_at_grt = yes
fin_crit_ns = 0.9823
setup_viol = 0

[layout]
area.growth.synth_to_final_pct = 45.17
final_cells = 116
stdcell_area_mm2 = 0.001090
comb_area_um2 = 0
logic_gates = 0
drive_above_1_share = 0.4531

[yosys]
synth_seq_share = 1.000
synth_warnings = 1
ys_sh_xor = 0
adder_share = 0
muxShareOfSynthArea = 0
simple_gate_share = 0
netlist_area_um2 = 750.7
yosysUniqueCellTypes = 1
ys_sh_aoi = 0
ys_cells = 25
synth_flops = 25
syn-instance-count = 25
ys_chip_area_um2 = 750.7
top_area_cell = edfxtp_1
area_leaders = edfxtp_1
syn_area_per_cell_um2 = 30.03
synth_top_area_share = 1.000

[global_route]
grt_use_met1 = 0.06772
met2_usage = 0.08267
grt-ovfl-total = 0
grt_pass1_vias = 449
met3_usage = 0.02806
antenna_found_initial = 0
top_usage_layer = met2
grt_max_degree = 16
grt_use_total = 0.05391
grt_pass1_wl_um = 2960

[job]
maxCapViolCount = 0
warnings = 27

[run_status]
status = completed

synth_stat cells, drive strengths merged:
library cell	instances
edfxtp	25
flip-flops by register name, indices dropped and copies added (netlist names):
| register | count |
|---|---|
| OUT1 | 5 |
| OUT3 | 5 |
| OUT4 | 5 |
| OUT5 | 5 |
| OUT2 | 5 |
timing repair:
action | CTS | global route
gates cloned | 0 | 0
hold endpoints to repair | 0 | 0
resized | 80 | 0
setup buffers | 0 | 0
setup endpoints to repair | 25 | 7
cell type report:
class | instances | area, um2
timing repair buffer | 35 | 225.2
sequential | 25 | 750.7
clock inverter | 1 | 7.507
clock buffer | 3 | 41.29
tap | 52 | 65.06
fill | 456 | 3324
cells by family (layout without fill, tap and decap cells):
kind of cell | after synthesis | after routing
flip-flops | 25 | 25
buffers and inverters | 0 | 39
layout by cell type (no fill, tap or decap):
cell type and instances:
edfxtp_1 25, buf_2 25, clkdlybuf4s50_1 10, clkbuf_8 3
clkinvlp_4 1
per-stage QoR:
step,setup slack [ns],util
after floorplan,0.5013,-
after global placement,-0.1164,0.2642
after detailed placement,-0.1241,0.2642
after CTS,-0.01132,0.2469
after global routing,-0.05295,0.2469
final,0.01772,0.2469
metal layers:
| layer | share of wire | wire length, um | vias up |
|---|---|---|---|
| met5 | 0 | 0 | - |
| met4 | 0.011 | 21 | 0 |
| met3 | 0.12 | 230 | 2 |
| met2 | 0.49 | 980 | 23 |
| met1 | 0.38 | 750 | 184 |
| li1 | - | - | 178 |
worst max path at each step:
stage / start / endpoint / cells past startpoint
finish: OUT4[2]$_DFFE_PP_ / OUT4[2] / 1
CTS: OUT4[2]$_DFFE_PP_ / OUT4[2] / 1
global route: OUT4[2]$_DFFE_PP_ / OUT4[2] / 1
where the power goes:
part	internal [mW]	switching, mW
combinational	0.0831	0.0551
clock	0.281	0.299
sequential	1.24	0.0169
total	1.61	0.371
Power and IR drop assume default switching activity.
