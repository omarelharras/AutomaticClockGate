===== flow/design.v =====
`timescale 1ns / 1ps
module Test16(input CLK, input [4:0] En, input [4:0] D_IN, output reg [4:0] OUT1, output reg [4:0] OUT2, output reg [4:0] OUT3,output reg [4:0] OUT4,output reg [4:0] OUT5);
    always@(posedge CLK) begin
        if(En[0])
            OUT1[0] <= D_IN[0];
    end
    always@(posedge CLK) begin
        if(En[0])
            OUT1[1] <= D_IN[1];
    end
    always@(posedge CLK) begin
        if(En[0])
            OUT1[2] <= D_IN[2];
    end
    always@(posedge CLK) begin
        if(En[0])
            OUT1[3] <= D_IN[3];
    end
    always@(posedge CLK) begin
        if(En[0])
            OUT1[4] <= D_IN[4];
    end
    always@(posedge CLK) begin
        if(En[1])
            OUT2[0] <= D_IN[4];
    end
    always@(posedge CLK) begin
        if(En[1])
            OUT2[1] <= D_IN[3];
    end
    always@(posedge CLK) begin
        if(En[1])
            OUT2[2] <= D_IN[2];
    end
    always@(posedge CLK) begin
        if(En[1])
            OUT2[3] <= D_IN[1];
    end
    always@(posedge CLK) begin
        if(En[1])
            OUT2[4] <= D_IN[0];
    end
    always@(posedge CLK) begin
        if(En[2])
            OUT3[0] <= D_IN[4];
    end
    always@(posedge CLK) begin
        if(En[2])
            OUT3[1] <= D_IN[3];
    end
    always@(posedge CLK) begin
        if(En[2])
            OUT3[2] <= D_IN[2];
    end
    always@(posedge CLK) begin
        if(En[2])
            OUT3[3] <= D_IN[1];
    end
    always@(posedge CLK) begin
        if(En[2])
            OUT3[4] <= D_IN[0];
    end
    always@(posedge CLK) begin
        if(En[3])
            OUT4[0] <= D_IN[4];
    end
    always@(posedge CLK) begin
        if(En[3])
            OUT4[1] <= D_IN[3];
    end
    always@(posedge CLK) begin
        if(En[3])
            OUT4[2] <= D_IN[2];
    end
    always@(posedge CLK) begin
        if(En[3])
            OUT4[3] <= D_IN[1];
    end
    always@(posedge CLK) begin
        if(En[3])
            OUT4[4] <= D_IN[0];
    end
    always@(posedge CLK) begin
        if(En[4])
            OUT5[0] <= D_IN[4];
    end
    always@(posedge CLK) begin
        if(En[4])
            OUT5[1] <= D_IN[3];
    end
    always@(posedge CLK) begin
        if(En[4])
            OUT5[2] <= D_IN[2];
    end
    always@(posedge CLK) begin
        if(En[4])
            OUT5[3] <= D_IN[1];
    end
    always@(posedge CLK) begin
        if(En[4])
            OUT5[4] <= D_IN[0];
    end
endmodule

===== flow/run.sh =====
#!/bin/bash
# OpenROAD 26Q1-2900-gdf79404cd8, Yosys 0.63+post, stock flow scripts
make -C /OpenROAD-flow-scripts/flow DESIGN_CONFIG=/design/flow/config.mk WORK_HOME=/design/flow/orfs finish

===== flow/config.mk =====
export PLATFORM = sky130hd
export DESIGN_NAME = Test16
export DESIGN_NICKNAME = Test16
export VERILOG_FILES = /design/flow/design.v
export SDC_FILE = /design/flow/constraint.sdc
export NUM_CORES = 4
export LEC_CHECK = 1
export CORE_AREA = 10 10 78 78
export DIE_AREA = 0 0 88 88

===== flow/constraint.sdc =====
current_design Test16

set clk_period 1.0
set clk_io_pct 0.2

create_clock -name clk0 -period $clk_period [get_ports {CLK}]

set non_clock_inputs [all_inputs -no_clocks]
set_input_delay [expr $clk_period * $clk_io_pct] -clock clk0 $non_clock_inputs
set_output_delay [expr $clk_period * $clk_io_pct] -clock clk0 [all_outputs]

==> results.yml <==
# flow metrics
outcome:
  status: "finished, final reports clean"
logic_synthesis:
  postSynthCellCount: 25
  syn_area_per_cell_um2: 30.0
  ys_ff: 25
  ys_cells: 25
  yosysWarnings: 1
  synth.cell_area_um2: 751
  yosys_area_um2: 751
  ys_types: 1
  ys_seq_share_pct: 100
global_routing:
  antenna_found_initial: 0
  grt.overflow.total: 0
  grt_pass1_wl_um: 2960
  grt_max_degree: 16
  grt.total_usage_pct: 5.39
  grt_pass1_vias: 449
floorplanning:
  rows: 24
  io_pins: 36
  dieWidth_um: 88
  die_area_mm2: 0.00774
  coreArea_mm2: 0.00441
  fp_util_pct: 17.0
  die_h_um: 88
job:
  drv_cap: 0
  warnings: 27
routing:
  ant_nets: 0
  route.met2.wl_um: 980
  diodes: 0
  drt-met1-wl_um: 750
  drt_iter0_drc: 5
  wl_met3_um: 230
  vias: 387
  wl_um: 1980
  top_layer_used: "met4"
  viasPerCell: 3.34
  post_drt_wl_per_cell_um: 17.1
  first_pass_iters: 2
  drc_errors: 0
layout:
  nMultiInputCombCells: 0
  comb_area_um2: 0
  fillCellCount: 456
  drive_gt1_share_pct: 45.3
  regArea_um2: 751
  final_cells: 116
  design_area_mm2: 0.00109
  area_delta_synth_final_pct: 45.2
sta:
  slew_viol_final: 0
  max_freq_mhz: 1020
  period_used_pct: 98.2
  finalHoldViolations: 0
  min_period_ps: 982
  holdWs_ps: 655
  max_slew_margin_pct: 82.7
  worstMarginPinSlew_ps: 259
  setup_viol: 0
  rsz0062_at_grt: "true"
worst_setup_path:
  cpPeakStageDelay_ps: 390
  cp_slowest_cell: "edfxtp_1"
  start_kind: "flop"
  worstSetupEndpointType: "output pin"
  path_cells: "buf_2"
  critPathKind: "reg -> out"
  arrival_ps: 780
  crit_family: "flip-flops"
  worst-path-buf-inv: 1
  crit_fanout: 1
  required_ps: 800
power_and_ir_drop:
  vdd_drop_max_v: 0.000467
  p_total_w: 0.00198
  power.leakage_nw: 0.404
  p_per_area_mw_per_mm2: 1820
cts:
  cts_setup_buffers: 0
  path_clk_slew_ps: 90
  cts_buffers: 3
  cts_num_sinks: 25
  clk_path_buf_depth: 2
  cts_max_level: 1
  cts_root_buf: "clkbuf_8"
  tritoncts: "built"
  cts_hold_buf: 0
placement:
  io_buffers: 35
  placed_area_mm2: 0.00117
  post-place-cells: 112
  dpl.hpwl_um: 1570
  globalplace.congestion: 0.714
min_path:
  hold_class: "in -> reg"
-- final cells by class --
cell class            count  share of cell area, %
Clock buffer              3                   3.79
Tap cell                 52                   5.97
Clock inverter            1                  0.689
Sequential cell          25                   68.9
Timing Repair Buffer     35                   20.7
-- final timing paths --
path              start           endpoint  slack (ps)  depth (start not counted)
max   OUT4[2]$_DFFE_PP_            OUT4[2]          20                          1
min               En[3]  OUT4[0]$_DFFE_PP_         650                          1
-- report_power, final --
| group | internal, W | switching (W) | leakage (nW) |
|---|---|---|---|
| sequential | 0.00124 | 0.0000169 | 0.245 |
| combinational | 0.0000831 | 0.0000551 | 0.137 |
| clock | 0.000281 | 0.000299 | 0.0217 |
-- synthesized netlist by cell type (all sizes together) --
cell    instances  share of area, %
edfxtp         25               100
-- routing by layer --
metal	track usage (%)	vias up
li1	-	178
met1	6.77	184
met2	8.27	23
met3	2.81	2
met4	1.01	0
met5	0	-
-- flip-flops by register name, summed over array words and instances (netlist names) --
register  cells
OUT4          5
OUT3          5
OUT2          5
OUT1          5
OUT5          5
-- layout by cell type, fill, tap and decap left out, drive strengths merged --
master,netlist,final
clkdlybuf4s50,0,10
edfxtp,25,25
clkinvlp,0,1
clkbuf,0,3
buf,0,25
-- kinds of logic after synthesis --
group  share of synthesized area, %
flops                           100
-- timing repair --
item,4_1_cts,5_1_grt
resized,80,0
endpoints found under the setup margin,25,7
pin swaps,0,0
-- stage by stage --
| step | worst slack, ps | utilization (%) | setup TNS, ps |
|---|---|---|---|
| 2_1_floorplan | 501 | - | 0 |
| 3_3_place_gp | -116 | 26.4 | -4510 |
| 3_5_place_dp | -124 | 26.4 | -4900 |
| 4_1_cts | -11.3 | 24.7 | -11.3 |
| 5_1_grt | -52.9 | 24.7 | -108 |
| 6_report | 17.7 | 24.7 | 0 |
Power is estimated from default activity; no workload was simulated.
